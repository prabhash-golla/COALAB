**run.sh**
```bash
#!/bin/bash
# OpenROAD 26Q1-2900-gdf79404cd8, Yosys 0.63+post, stock flow scripts
make -C /OpenROAD-flow-scripts/flow DESIGN_CONFIG=/design/flow/config.mk WORK_HOME=/design/flow/orfs finish
```
**config.mk**
```make
export PLATFORM = sky130hd
export DESIGN_NAME = shiftrightarthimetic_32
export DESIGN_NICKNAME = shiftrightarthimetic_32
export VERILOG_FILES = /design/flow/design.v
export SDC_FILE = /design/flow/constraint.sdc
export NUM_CORES = 4
export LEC_CHECK = 1
export CORE_AREA = 10 10 105 105
export DIE_AREA = 0 0 115 115
```
**constraint.sdc**
```tcl
current_design shiftrightarthimetic_32

set clk_period 2.7
set clk_io_pct 0.2

create_clock -name clk0 -period $clk_period

set non_clock_inputs [all_inputs -no_clocks]
set_input_delay [expr $clk_period * $clk_io_pct] -clock clk0 $non_clock_inputs
set_output_delay [expr $clk_period * $clk_io_pct] -clock clk0 [all_outputs]
```
**design.v**
```verilog
`timescale 1ns / 1ps
module mux2to1(
  input a,
  input b,
  input sel,
  output out
);
	 wire not_sel;  
    wire and1_out;  
    wire and2_out; 
    not u1 (not_sel, sel);       
    and u2 (and1_out, a, not_sel); 
    and u3 (and2_out, b, sel);    
	 or  u4 (out, and1_out, and2_out); 
endmodule
`timescale 1ns / 1ps
module mux8to1(
   input wire [7:0] d,     
    input wire [2:0] sel,   
    output wire y           
);
    wire mux_out1, mux_out2, mux_out3, mux_out4;  
    wire mux_out5, mux_out6;  
  mux2to1 m1 (.a(d[0]), .b(d[1]), .sel(sel[0]), .out(mux_out1));
  mux2to1 m2 (.a(d[2]), .b(d[3]), .sel(sel[0]), .out(mux_out2));
  mux2to1 m3 (.a(d[4]), .b(d[5]), .sel(sel[0]), .out(mux_out3));
  mux2to1 m4 (.a(d[6]), .b(d[7]), .sel(sel[0]), .out(mux_out4));
  mux2to1 m5 (.a(mux_out1), .b(mux_out2), .sel(sel[1]), .out(mux_out5));
  mux2to1 m6 (.a(mux_out3), .b(mux_out4), .sel(sel[1]), .out(mux_out6));
  mux2to1 m7 (.a(mux_out5), .b(mux_out6), .sel(sel[2]), .out(y));
endmodule
`timescale 1ns / 1ps
module mux32to1(
    input wire [31:0] d,     
    input wire [4:0] sel,    
    output wire y            
);
    wire [3:0] mux_out;  
    mux8to1 m1 (.d(d[7:0]), .sel(sel[2:0]), .y(mux_out[0]));
    mux8to1 m2 (.d(d[15:8]), .sel(sel[2:0]), .y(mux_out[1]));
    mux8to1 m3 (.d(d[23:16]), .sel(sel[2:0]), .y(mux_out[2]));
    mux8to1 m4 (.d(d[31:24]), .sel(sel[2:0]), .y(mux_out[3]));
    mux4to1 m5 (.a(mux_out),.sel(sel[4:3]), .y(y));
endmodule
`timescale 1ns / 1ps
module mux4to1 (
  input  wire [3:0] a,     
  input  wire [1:0] sel,   
  output wire y            
);
  wire mux_out1, mux_out2;
  mux2to1 m1 (.a(a[0]), .b(a[1]), .sel(sel[0]), .out(mux_out1));
  mux2to1 m2 (.a(a[2]), .b(a[3]), .sel(sel[0]), .out(mux_out2));
  mux2to1 m3 (.a(mux_out1), .b(mux_out2), .sel(sel[1]), .out(y));
endmodule
`timescale 1ns / 1ps
module shiftrightarthimetic_32(
  input  [31:0] a,
  input  [4:0] shift,
  output  [31:0] out
);
wire [31:0] mul0, mul1, mul2, mul3, mul4, mul5, mul6, mul7, mul8, mul9, mul10, mul11, mul12, mul13, mul14, mul15, 
            mul16, mul17, mul18, mul19, mul20, mul21, mul22, mul23, mul24, mul25, mul26, mul27, mul28, mul29, mul30, mul31;
assign mul31 = {  a[31],  a[31],  a[31],  a[31],  a[31],  a[31],  a[31],  a[31],  a[31],  a[31],  a[31],  a[31],  a[31],  a[31],  a[31],  a[31],  a[31],  a[31],  a[31],  a[31],  a[31],  a[31],  a[31],  a[31],  a[31],  a[31],  a[31],  a[31],  a[31],  a[31],  a[31], a[31] };
assign mul30 = {  a[31],  a[31],  a[31],  a[31],  a[31],  a[31],  a[31],  a[31],  a[31],  a[31],  a[31],  a[31],  a[31],  a[31],  a[31],  a[31],  a[31],  a[31],  a[31],  a[31],  a[31],  a[31],  a[31],  a[31],  a[31],  a[31],  a[31],  a[31],  a[31],  a[31], a[31:30] };
assign mul29 = {  a[31],  a[31],  a[31],  a[31],  a[31],  a[31],  a[31],  a[31],  a[31],  a[31],  a[31],  a[31],  a[31],  a[31],  a[31],  a[31],  a[31],  a[31],  a[31],  a[31],  a[31],  a[31],  a[31],  a[31],  a[31],  a[31],  a[31],  a[31],  a[31], a[31:29] };
assign mul28 = {  a[31],  a[31],  a[31],  a[31],  a[31],  a[31],  a[31],  a[31],  a[31],  a[31],  a[31],  a[31],  a[31],  a[31],  a[31],  a[31],  a[31],  a[31],  a[31],  a[31],  a[31],  a[31],  a[31],  a[31],  a[31],  a[31],  a[31],  a[31], a[31:28] };
assign mul27 = {  a[31],  a[31],  a[31],  a[31],  a[31],  a[31],  a[31],  a[31],  a[31],  a[31],  a[31],  a[31],  a[31],  a[31],  a[31],  a[31],  a[31],  a[31],  a[31],  a[31],  a[31],  a[31],  a[31],  a[31],  a[31],  a[31],  a[31], a[31:27] };
assign mul26 = {  a[31],  a[31],  a[31],  a[31],  a[31],  a[31],  a[31],  a[31],  a[31],  a[31],  a[31],  a[31],  a[31],  a[31],  a[31],  a[31],  a[31],  a[31],  a[31],  a[31],  a[31],  a[31],  a[31],  a[31],  a[31],  a[31], a[31:26] };
assign mul25 = {  a[31],  a[31],  a[31],  a[31],  a[31],  a[31],  a[31],  a[31],  a[31],  a[31],  a[31],  a[31],  a[31],  a[31],  a[31],  a[31],  a[31],  a[31],  a[31],  a[31],  a[31],  a[31],  a[31],  a[31],  a[31], a[31:25] };
assign mul24 = {  a[31],  a[31],  a[31],  a[31],  a[31],  a[31],  a[31],  a[31],  a[31],  a[31],  a[31],  a[31],  a[31],  a[31],  a[31],  a[31],  a[31],  a[31],  a[31],  a[31],  a[31],  a[31],  a[31],  a[31], a[31:24] };
assign mul23 = {  a[31],  a[31],  a[31],  a[31],  a[31],  a[31],  a[31],  a[31],  a[31],  a[31],  a[31],  a[31],  a[31],  a[31],  a[31],  a[31],  a[31],  a[31],  a[31],  a[31],  a[31],  a[31],  a[31], a[31:23] };
assign mul22 = {  a[31],  a[31],  a[31],  a[31],  a[31],  a[31],  a[31],  a[31],  a[31],  a[31],  a[31],  a[31],  a[31],  a[31],  a[31],  a[31],  a[31],  a[31],  a[31],  a[31],  a[31],  a[31], a[31:22] };
assign mul21 = {  a[31],  a[31],  a[31],  a[31],  a[31],  a[31],  a[31],  a[31],  a[31],  a[31],  a[31],  a[31],  a[31],  a[31],  a[31],  a[31],  a[31],  a[31],  a[31],  a[31],  a[31], a[31:21] };
assign mul20 = {  a[31],  a[31],  a[31],  a[31],  a[31],  a[31],  a[31],  a[31],  a[31],  a[31],  a[31],  a[31],  a[31],  a[31],  a[31],  a[31],  a[31],  a[31],  a[31],  a[31], a[31:20] };     
assign mul19 = {  a[31],  a[31],  a[31],  a[31],  a[31],  a[31],  a[31],  a[31],  a[31],  a[31],  a[31],  a[31],  a[31],  a[31],  a[31],  a[31],  a[31],  a[31],  a[31], a[31:19] };
assign mul18 = {  a[31],  a[31],  a[31],  a[31],  a[31],  a[31],  a[31],  a[31],  a[31],  a[31],  a[31],  a[31],  a[31],  a[31],  a[31],  a[31],  a[31],  a[31], a[31:18] };
assign mul17 = {  a[31],  a[31],  a[31],  a[31],  a[31],  a[31],  a[31],  a[31],  a[31],  a[31],  a[31],  a[31],  a[31],  a[31],  a[31],  a[31],  a[31], a[31:17] };
assign mul16 = {  a[31],  a[31],  a[31],  a[31],  a[31],  a[31],  a[31],  a[31],  a[31],  a[31],  a[31],  a[31],  a[31],  a[31],  a[31],  a[31], a[31:16] };
assign mul15 = {  a[31],  a[31],  a[31],  a[31],  a[31],  a[31],  a[31],  a[31],  a[31],  a[31],  a[31],  a[31],  a[31],  a[31],  a[31], a[31:15] };
assign mul14 = {  a[31],  a[31],  a[31],  a[31],  a[31],  a[31],  a[31],  a[31],  a[31],  a[31],  a[31],  a[31],  a[31],  a[31], a[31:14] };
assign mul13 = {  a[31],  a[31],  a[31],  a[31],  a[31],  a[31],  a[31],  a[31],  a[31],  a[31],  a[31],  a[31],  a[31], a[31:13] };
assign mul12 = {  a[31],  a[31],  a[31],  a[31],  a[31],  a[31],  a[31],  a[31],  a[31],  a[31],  a[31],  a[31], a[31:12] };
assign mul11 = {  a[31],  a[31],  a[31],  a[31],  a[31],  a[31],  a[31],  a[31],  a[31],  a[31],  a[31], a[31:11] };
assign mul10 = {  a[31],  a[31],  a[31],  a[31],  a[31],  a[31],  a[31],  a[31],  a[31],  a[31], a[31:10] };
assign mul9 = {  a[31],  a[31],  a[31],  a[31],  a[31],  a[31],  a[31],  a[31],  a[31], a[31:9] };
assign mul8 = {  a[31],  a[31],  a[31],  a[31],  a[31],  a[31],  a[31],  a[31], a[31:8] };
assign mul7 = {  a[31],  a[31],  a[31],  a[31],  a[31],  a[31],  a[31], a[31:7] };
assign mul6 = {  a[31],  a[31],  a[31],  a[31],  a[31],  a[31], a[31:6] };
assign mul5 = {  a[31],  a[31],  a[31],  a[31],  a[31], a[31:5] };
assign mul4 = {  a[31],  a[31],  a[31],  a[31], a[31:4] };
assign mul3 = {  a[31],  a[31],  a[31], a[31:3] };
assign mul2 = {  a[31],  a[31], a[31:2] };
assign mul1 = {  a[31], a[31:1] };
assign mul0 = { a[31:0] };
mux32to1 m31( .d(mul31), .sel(shift), .y(out[31]));
mux32to1 m30( .d(mul30), .sel(shift), .y(out[30]));
mux32to1 m29( .d(mul29), .sel(shift), .y(out[29]));
mux32to1 m28( .d(mul28), .sel(shift), .y(out[28]));
mux32to1 m27( .d(mul27), .sel(shift), .y(out[27]));
mux32to1 m26( .d(mul26), .sel(shift), .y(out[26]));
mux32to1 m25( .d(mul25), .sel(shift), .y(out[25]));
mux32to1 m24( .d(mul24), .sel(shift), .y(out[24]));
mux32to1 m23( .d(mul23), .sel(shift), .y(out[23]));
mux32to1 m22( .d(mul22), .sel(shift), .y(out[22]));
mux32to1 m21( .d(mul21), .sel(shift), .y(out[21]));
mux32to1 m20( .d(mul20), .sel(shift), .y(out[20]));
mux32to1 m19( .d(mul19), .sel(shift), .y(out[19]));
mux32to1 m18( .d(mul18), .sel(shift), .y(out[18]));
mux32to1 m17( .d(mul17), .sel(shift), .y(out[17]));
mux32to1 m16( .d(mul16), .sel(shift), .y(out[16]));
mux32to1 m15( .d(mul15), .sel(shift), .y(out[15]));
mux32to1 m14( .d(mul14), .sel(shift), .y(out[14]));
mux32to1 m13( .d(mul13), .sel(shift), .y(out[13]));
mux32to1 m12( .d(mul12), .sel(shift), .y(out[12]));
mux32to1 m11( .d(mul11), .sel(shift), .y(out[11]));
mux32to1 m10( .d(mul10), .sel(shift), .y(out[10]));
mux32to1 m9( .d(mul9), .sel(shift), .y(out[9]));
mux32to1 m8( .d(mul8), .sel(shift), .y(out[8]));
mux32to1 m7( .d(mul7), .sel(shift), .y(out[7]));
mux32to1 m6( .d(mul6), .sel(shift), .y(out[6]));
mux32to1 m5( .d(mul5), .sel(shift), .y(out[5]));
mux32to1 m4( .d(mul4), .sel(shift), .y(out[4]));
mux32to1 m3( .d(mul3), .sel(shift), .y(out[3]));
mux32to1 m2( .d(mul2), .sel(shift), .y(out[2]));
mux32to1 m1( .d(mul1), .sel(shift), .y(out[1]));
mux32to1 m0( .d(mul0), .sel(shift), .y(out[0]));
endmodule
```
==> node_exporter_impl.prom <==
# HELP chip_impl_metric Implementation results
# TYPE chip_impl_metric gauge
chip_impl_info{name="end_kind",value="output port"} 1
chip_impl_metric{name="syn_area_per_cell",unit="um^2"} 8.655
chip_impl_metric{name="setup_tns",unit="ns"} -0.2745
chip_impl_metric{name="setup_violations",unit=""} 5
chip_impl_info{name="hold_path.startpoint",value="shift[3]"} 1
chip_impl_info{name="timing.hold.worst.class",value="in -> out"} 1
chip_impl_info{name="worst_setup_path_start_kind",value="primary input"} 1
chip_impl_metric{name="min_path_cells",unit=""} 5
chip_impl_metric{name="remaining_drcs",unit=""} 0
chip_impl_metric{name="worstMarginPinSlew",unit="ns"} 0.3213
chip_impl_metric{name="ff_count",unit=""} 0
chip_impl_metric{name="report.power.total",unit="mW"} 0.7918
chip_impl_metric{name="number_of_warnings_issued_by_yosys",unit=""} 0
chip_impl_metric{name="layout-area-overhead-vs-synth",unit="%"} 81.08
chip_impl_metric{name="worst_voltage_drop_across_the_vdd_grid",unit="mV"} 0.08732
chip_impl_metric{name="die_height",unit="um"} 115
chip_impl_metric{name="timing.final.crit_period",unit="ns"} 2.790
chip_impl_metric{name="detailed_place_hpwl",unit="mm"} 6.654
chip_impl_metric{name="ant_nets",unit=""} 0
chip_impl_metric{name="n_fill_cell",unit=""} 796
chip_impl_metric{name="routed_vias_inst",unit=""} 5.198
chip_impl_metric{name="report.final.hold_viol_count",unit=""} 0
chip_impl_metric{name="ys_chip_area",unit="um^2"} 2103
chip_impl_metric{name="initial_antenna_violation_count",unit=""} 0
chip_impl_metric{name="route.antenna.diode_count",unit=""} 0
chip_impl_info{name="synth.area.top_cells",value="mux4_2 22%, mux2_2 16%, buf_4 12%, mux2i_1 8.6%, nand2_1 3.6%"} 1
chip_impl_metric{name="number_of_i_o_pins",unit=""} 69
chip_impl_metric{name="clk_buf_instances",unit=""} 0
chip_impl_metric{name="core_util_floorplan",unit=""} 0.2400
chip_impl_metric{name="postSynthCellCount",unit=""} 243
chip_impl_metric{name="tool_warnings",unit=""} 34
chip_impl_metric{name="yosys.area.top_type_share",unit=""} 0.2249
chip_impl_metric{name="gr-total-overflow",unit=""} 0
chip_impl_metric{name="grt_max_degree",unit=""} 18
chip_impl_metric{name="detail_route.first_pass.iterations",unit=""} 4
chip_impl_metric{name="timing.max_slew.rel_slack",unit=""} 0.7851
chip_impl_metric{name="width_of_the_die",unit="um"} 115
chip_impl_metric{name="synth.cell_area",unit="um^2"} 2103
chip_impl_metric{name="numPlacedInstances",unit=""} 445
chip_impl_info{name="post-synth-top-count-cell",value="buf_4"} 1
chip_impl_info{name="crit_start",value="shift[1]"} 1
chip_impl_info{name="min_to",value="out[21]"} 1
chip_impl_metric{name="cellPowerDensity",unit="nW/um^2"} 207.9
chip_impl_metric{name="arrival",unit="ns"} 2.25
chip_impl_metric{name="ratio_of_cells_with_drive_above_1_in_the_final_layout",unit=""} 0.6587
chip_impl_metric{name="seq_area",unit="um^2"} 0
chip_impl_metric{name="leakagePower",unit="nW"} 1.702
chip_impl_metric{name="coreArea",unit="um^2"} 8763
chip_impl_metric{name="postLayoutSetupSlackWorst",unit="ns"} -0.09039
chip_impl_metric{name="yosysSeqAreaShare",unit=""} 0
chip_impl_metric{name="die_area",unit="um^2"} 13230
chip_impl_metric{name="finalCritPeriodShare",unit=""} 1.033
chip_impl_metric{name="routed_wire_length",unit="mm"} 8.753
chip_impl_metric{name="postCtsHoldBufs",unit=""} 0
chip_impl_metric{name="routedWlPerCell",unit="um"} 18.01
chip_impl_metric{name="final-instance-count-excl-fill",unit=""} 486
chip_impl_metric{name="port_buffers",unit=""} 69
chip_impl_metric{name="global_route_wire_length_before_repair",unit="mm"} 13.63
chip_impl_info{name="path_class",value="in -> out"} 1
chip_impl_metric{name="grt_usage",unit=""} 0.1263
chip_impl_metric{name="finalCoreUtilization",unit=""} 0.4346
chip_impl_metric{name="max_cap_viol_count",unit=""} 0
chip_impl_metric{name="cells_yosys",unit=""} 243
chip_impl_metric{name="max_freq",unit="GHz"} 0.3584
chip_impl_metric{name="combGateArea",unit="um^2"} 2029
chip_impl_metric{name="vias",unit=""} 2526
chip_impl_metric{name="via_count_of_the_first_global_routing_pass",unit=""} 2665
chip_impl_info{name="cell_type_with_the_largest_total_area",value="mux4_2"} 1
chip_impl_metric{name="placement_rows",unit=""} 34
chip_impl_metric{name="max_slew_violation_count",unit=""} 0
chip_impl_metric{name="critical_path_required",unit="ns"} 2.16
chip_impl_info{name="status",value="finished, violations left"} 1
chip_impl_metric{name="ys_types",unit=""} 41
chip_impl_metric{name="place.gp.congestion",unit=""} 0.9232
chip_impl_info{name="synth_cell_count_leaders",value="35 x buf_4, 30 x mux2_2, 21 x mux4_2, 20 x nand2_1"} 1
chip_impl_metric{name="worstPathMaxFanout",unit=""} 6
chip_impl_info{name="failed_checks",value="setup timing"} 1
chip_impl_info{name="unrepaired_setup_endpoints_after_global_routing",value="true"} 1
chip_impl_metric{name="dr.first_iter.drc_count",unit=""} 77
## worst max-delay path by stage
stage | to | slack (ns)
CTS | out[1] | -0.09
global route | out[1] | -0.12
finish | out[1] | -0.09
## timing repair
| item | 4_1_cts | 5_1_grt |
|---|---|---|
| setup buffers | 32 | 10 |
| endpoints found under the hold margin | 0 | 0 |
| resized | 209 | 49 |
| pin swaps | 24 | 13 |
| setup endpoints to repair | 31 | 24 |
| cloned | 3 | 0 |
## logic make-up (layout without fill, tap and decap cells)
group / after synthesis / count (layout) / synth area share
AND-OR/OR-AND: 61 / 61 / 0.2011
multiplexers: 72 / 72 / 0.5033
AND/OR/NAND/NOR: 54 / 54 / 0.1178
buffers and inverters: 56 / 191 / 0.1779
## layout make-up
| class | count | share of cell area |
|---|---|---|
| Tap cell | 108 | 0.03548 |
| Multi-Input combinational cell | 187 | 0.5329 |
| Inverter | 3 | 0.003614 |
| Timing Repair Buffer | 188 | 0.4281 |
## metrics by stage
stage | area (um^2) | setup slack, ns | hold slack (ns)
finish | 3809 | -0.09039 | 1.762
global route | 3809 | -0.1229 | 1.815
CTS | 3633 | -0.09225 | 1.804
detailed placement | 3154 | -0.8169 | 2.181
global placement | 3154 | -0.8178 | 2.173
floorplan | 2103 | 0.04246 | 1.225
## layout by cell type (no fill, tap or decap), types with 3 or more instances in the layout
cell / Yosys / routed
or2_2: 5 / 3
buf_6: 1 / 22
buf_12: 1 / 3
a21oi_1: 5 / 3
dlygate4sd2_1: 0 / 31
buf_2: 7 / 18
nand2_1: 20 / 19
mux2_2: 30 / 11
o211ai_1: 8 / 8
o21ai_0: 15 / 4
buf_4: 35 / 93
mux2i_4: 0 / 3
nor2_1: 18 / 10
a211o_1: 3 / 3
mux2i_2: 0 / 7
nor2_4: 0 / 3
mux2i_1: 18 / 8
nand2b_1: 4 / 3
mux2_4: 1 / 20
clkdlybuf4s50_1: 0 / 5
o21ai_2: 0 / 5
nor2_2: 0 / 5
clkbuf_2: 0 / 4
clkdlybuf4s15_1: 0 / 4
mux4_2: 21 / 23
o21ai_1: 1 / 7
## worst max-delay path: stages
cell and delay (ns):
buf_16 0.12, buf_6 0.11, buf_6 0.11, mux2_4 0.31
mux4_2 0.47, mux4_2 0.47, buf_2 0.13
## metal layers
layer / wire [um] / vias to the layer above / GRT usage
li1: - / 1188 / -
met1: 3895 / 1201 / 0.1717
met2: 3886 / 123 / 0.1948
met3: 800 / 14 / 0.04325
met4: 171 / 0 / 0.01980
met5: 0 / - / 0
## power breakdown
group	total, mW	internal, mW	switching, mW
clock	0	0	0
combinational	0.792	0.474	0.318
sequential	0	0	0
Power figures rest on the tool's default switching activity, not on a simulated workload.
