$ cat flow/design.v
`timescale 1ns / 1ps
module mux2to1(
  input a,
  input b,
  input sel,
  output out
);
	 wire not_sel;  
    wire and1_out;  
    wire and2_out; 
    not u1 (not_sel, sel);       
    and u2 (and1_out, a, not_sel); 
    and u3 (and2_out, b, sel);    
	 or  u4 (out, and1_out, and2_out); 
endmodule
`timescale 1ns / 1ps
module mux8to1(
   input wire [7:0] d,     
    input wire [2:0] sel,   
    output wire y           
);
    wire mux_out1, mux_out2, mux_out3, mux_out4;  
    wire mux_out5, mux_out6;  
  mux2to1 m1 (.a(d[0]), .b(d[1]), .sel(sel[0]), .out(mux_out1));
  mux2to1 m2 (.a(d[2]), .b(d[3]), .sel(sel[0]), .out(mux_out2));
  mux2to1 m3 (.a(d[4]), .b(d[5]), .sel(sel[0]), .out(mux_out3));
  mux2to1 m4 (.a(d[6]), .b(d[7]), .sel(sel[0]), .out(mux_out4));
  mux2to1 m5 (.a(mux_out1), .b(mux_out2), .sel(sel[1]), .out(mux_out5));
  mux2to1 m6 (.a(mux_out3), .b(mux_out4), .sel(sel[1]), .out(mux_out6));
  mux2to1 m7 (.a(mux_out5), .b(mux_out6), .sel(sel[2]), .out(y));
endmodule
`timescale 1ns / 1ps
module mux32to1(
    input wire [31:0] d,     
    input wire [4:0] sel,    
    output wire y            
);
    wire [3:0] mux_out;  
    mux8to1 m1 (.d(d[7:0]), .sel(sel[2:0]), .y(mux_out[0]));
    mux8to1 m2 (.d(d[15:8]), .sel(sel[2:0]), .y(mux_out[1]));
    mux8to1 m3 (.d(d[23:16]), .sel(sel[2:0]), .y(mux_out[2]));
    mux8to1 m4 (.d(d[31:24]), .sel(sel[2:0]), .y(mux_out[3]));
    mux4to1 m5 (.a(mux_out),.sel(sel[4:3]), .y(y));
endmodule
`timescale 1ns / 1ps
module mux4to1 (
  input  wire [3:0] a,     
  input  wire [1:0] sel,   
  output wire y            
);
  wire mux_out1, mux_out2;
  mux2to1 m1 (.a(a[0]), .b(a[1]), .sel(sel[0]), .out(mux_out1));
  mux2to1 m2 (.a(a[2]), .b(a[3]), .sel(sel[0]), .out(mux_out2));
  mux2to1 m3 (.a(mux_out1), .b(mux_out2), .sel(sel[1]), .out(y));
endmodule
`timescale 1ns / 1ps
module shiftleft_32(
	input  [31:0] a,
  input  [4:0] shift,
  output  [31:0] out
    );
wire [31:0] mul0, mul1, mul2, mul3, mul4, mul5, mul6, mul7, mul8, mul9, mul10, mul11, mul12, mul13, mul14, mul15, 
            mul16, mul17, mul18, mul19, mul20, mul21, mul22, mul23, mul24, mul25, mul26, mul27, mul28, mul29, mul30, mul31;
assign mul0 = {31'b0, a[0]};
assign mul1 = {30'b0, a[0], a[1]};
assign mul2 = {29'b0, a[0], a[1], a[2]};
assign mul3 = {28'b0, a[0], a[1], a[2], a[3]};
assign mul4 = {27'b0, a[0], a[1], a[2], a[3], a[4]};
assign mul5 = {26'b0, a[0], a[1], a[2], a[3], a[4], a[5]};
assign mul6 = {25'b0, a[0], a[1], a[2], a[3], a[4], a[5], a[6]};
assign mul7 = {24'b0, a[0], a[1], a[2], a[3], a[4], a[5], a[6], a[7]};
assign mul8 = {23'b0, a[0], a[1], a[2], a[3], a[4], a[5], a[6], a[7], a[8]};
assign mul9 = {22'b0, a[0], a[1], a[2], a[3], a[4], a[5], a[6], a[7], a[8], a[9]};
assign mul10 = {21'b0, a[0], a[1], a[2], a[3], a[4], a[5], a[6], a[7], a[8], a[9], a[10]};
assign mul11 = {20'b0, a[0], a[1], a[2], a[3], a[4], a[5], a[6], a[7], a[8], a[9], a[10], a[11]};
assign mul12 = {19'b0, a[0], a[1], a[2], a[3], a[4], a[5], a[6], a[7], a[8], a[9], a[10], a[11], a[12]};
assign mul13 = {18'b0, a[0], a[1], a[2], a[3], a[4], a[5], a[6], a[7], a[8], a[9], a[10], a[11], a[12], a[13]};
assign mul14 = {17'b0, a[0], a[1], a[2], a[3], a[4], a[5], a[6], a[7], a[8], a[9], a[10], a[11], a[12], a[13], a[14]};
assign mul15 = {16'b0, a[0], a[1], a[2], a[3], a[4], a[5], a[6], a[7], a[8], a[9], a[10], a[11], a[12], a[13], a[14], a[15]};
assign mul16 = {15'b0, a[0], a[1], a[2], a[3], a[4], a[5], a[6], a[7], a[8], a[9], a[10], a[11], a[12], a[13], a[14], a[15], a[16]};
assign mul17 = {14'b0, a[0], a[1], a[2], a[3], a[4], a[5], a[6], a[7], a[8], a[9], a[10], a[11], a[12], a[13], a[14], a[15], a[16], a[17]};
assign mul18 = {13'b0, a[0], a[1], a[2], a[3], a[4], a[5], a[6], a[7], a[8], a[9], a[10], a[11], a[12], a[13], a[14], a[15], a[16], a[17], a[18]};
assign mul19 = {12'b0, a[0], a[1], a[2], a[3], a[4], a[5], a[6], a[7], a[8], a[9], a[10], a[11], a[12], a[13], a[14], a[15], a[16], a[17], a[18], a[19]};
assign mul20 = {11'b0, a[0], a[1], a[2], a[3], a[4], a[5], a[6], a[7], a[8], a[9], a[10], a[11], a[12], a[13], a[14], a[15], a[16], a[17], a[18], a[19], a[20]};
assign mul21 = {10'b0, a[0], a[1], a[2], a[3], a[4], a[5], a[6], a[7], a[8], a[9], a[10], a[11], a[12], a[13], a[14], a[15], a[16], a[17], a[18], a[19], a[20], a[21]};
assign mul22 = {9'b0, a[0], a[1], a[2], a[3], a[4], a[5], a[6], a[7], a[8], a[9], a[10], a[11], a[12], a[13], a[14], a[15], a[16], a[17], a[18], a[19], a[20], a[21], a[22]};
assign mul23 = {8'b0, a[0], a[1], a[2], a[3], a[4], a[5], a[6], a[7], a[8], a[9], a[10], a[11], a[12], a[13], a[14], a[15], a[16], a[17], a[18], a[19], a[20], a[21], a[22], a[23]};
assign mul24 = {7'b0, a[0], a[1], a[2], a[3], a[4], a[5], a[6], a[7], a[8], a[9], a[10], a[11], a[12], a[13], a[14], a[15], a[16], a[17], a[18], a[19], a[20], a[21], a[22], a[23], a[24]};
assign mul25 = {6'b0, a[0], a[1], a[2], a[3], a[4], a[5], a[6], a[7], a[8], a[9], a[10], a[11], a[12], a[13], a[14], a[15], a[16], a[17], a[18], a[19], a[20], a[21], a[22], a[23], a[24], a[25]};
assign mul26 = {5'b0, a[0], a[1], a[2], a[3], a[4], a[5], a[6], a[7], a[8], a[9], a[10], a[11], a[12], a[13], a[14], a[15], a[16], a[17], a[18], a[19], a[20], a[21], a[22], a[23], a[24], a[25], a[26]};
assign mul27 = {4'b0, a[0], a[1], a[2], a[3], a[4], a[5], a[6], a[7], a[8], a[9], a[10], a[11], a[12], a[13], a[14], a[15], a[16], a[17], a[18], a[19], a[20], a[21], a[22], a[23], a[24], a[25], a[26], a[27]};
assign mul28 = {3'b0, a[0], a[1], a[2], a[3], a[4], a[5], a[6], a[7], a[8], a[9], a[10], a[11], a[12], a[13], a[14], a[15], a[16], a[17], a[18], a[19], a[20], a[21], a[22], a[23], a[24], a[25], a[26], a[27], a[28]};
assign mul29 = {2'b0, a[0], a[1], a[2], a[3], a[4], a[5], a[6], a[7], a[8], a[9], a[10], a[11], a[12], a[13], a[14], a[15], a[16], a[17], a[18], a[19], a[20], a[21], a[22], a[23], a[24], a[25], a[26], a[27], a[28], a[29]};
assign mul30 = {1'b0, a[0], a[1], a[2], a[3], a[4], a[5], a[6], a[7], a[8], a[9], a[10], a[11], a[12], a[13], a[14], a[15], a[16], a[17], a[18], a[19], a[20], a[21], a[22], a[23], a[24], a[25], a[26], a[27], a[28], a[29], a[30]};
assign mul31 = {a[0], a[1], a[2], a[3], a[4], a[5], a[6], a[7], a[8], a[9], a[10], a[11], a[12], a[13], a[14], a[15], a[16], a[17], a[18], a[19], a[20], a[21], a[22], a[23], a[24], a[25], a[26], a[27], a[28], a[29], a[30], a[31]};
mux32to1 m0(.d(mul0),.sel(shift),.y(out[0]));
mux32to1 m1(.d(mul1),.sel(shift),.y(out[1]));
mux32to1 m2(.d(mul2),.sel(shift),.y(out[2]));
mux32to1 m3(.d(mul3),.sel(shift),.y(out[3]));
mux32to1 m4(.d(mul4),.sel(shift),.y(out[4]));
mux32to1 m5(.d(mul5),.sel(shift),.y(out[5]));
mux32to1 m6(.d(mul6),.sel(shift),.y(out[6]));
mux32to1 m7(.d(mul7),.sel(shift),.y(out[7]));
mux32to1 m8(.d(mul8),.sel(shift),.y(out[8]));
mux32to1 m9(.d(mul9),.sel(shift),.y(out[9]));
mux32to1 m10(.d(mul10),.sel(shift),.y(out[10]));
mux32to1 m11(.d(mul11),.sel(shift),.y(out[11]));
mux32to1 m12(.d(mul12),.sel(shift),.y(out[12]));
mux32to1 m13(.d(mul13),.sel(shift),.y(out[13]));
mux32to1 m14(.d(mul14),.sel(shift),.y(out[14]));
mux32to1 m15(.d(mul15),.sel(shift),.y(out[15]));
mux32to1 m16(.d(mul16),.sel(shift),.y(out[16]));
mux32to1 m17(.d(mul17),.sel(shift),.y(out[17]));
mux32to1 m18(.d(mul18),.sel(shift),.y(out[18]));
mux32to1 m19(.d(mul19),.sel(shift),.y(out[19]));
mux32to1 m20(.d(mul20),.sel(shift),.y(out[20]));
mux32to1 m21(.d(mul21),.sel(shift),.y(out[21]));
mux32to1 m22(.d(mul22),.sel(shift),.y(out[22]));
mux32to1 m23(.d(mul23),.sel(shift),.y(out[23]));
mux32to1 m24(.d(mul24),.sel(shift),.y(out[24]));
mux32to1 m25(.d(mul25),.sel(shift),.y(out[25]));
mux32to1 m26(.d(mul26),.sel(shift),.y(out[26]));
mux32to1 m27(.d(mul27),.sel(shift),.y(out[27]));
mux32to1 m28(.d(mul28),.sel(shift),.y(out[28]));
mux32to1 m29(.d(mul29),.sel(shift),.y(out[29]));
mux32to1 m30(.d(mul30),.sel(shift),.y(out[30]));
mux32to1 m31(.d(mul31),.sel(shift),.y(out[31]));
endmodule
$ cat flow/run.sh
#!/bin/bash
# OpenROAD 26Q1-2900-gdf79404cd8, Yosys 0.63+post, stock flow scripts
make -C /OpenROAD-flow-scripts/flow DESIGN_CONFIG=/design/flow/config.mk WORK_HOME=/design/flow/orfs finish
$ cat flow/config.mk
export PLATFORM = sky130hd
export DESIGN_NAME = shiftleft_32
export DESIGN_NICKNAME = shiftleft_32
export VERILOG_FILES = /design/flow/design.v
export SDC_FILE = /design/flow/constraint.sdc
export NUM_CORES = 4
export LEC_CHECK = 1
export CORE_UTILIZATION = 40
$ cat flow/constraint.sdc
current_design shiftleft_32

set clk_period 2.8
set clk_io_pct 0.2

create_clock -name clk0 -period $clk_period

set non_clock_inputs [all_inputs -no_clocks]
set_input_delay [expr $clk_period * $clk_io_pct] -clock clk0 $non_clock_inputs
set_output_delay [expr $clk_period * $clk_io_pct] -clock clk0 [all_outputs]
==> flow_summary.json <==
{
  "status": "complete, but fails checks",
  "violations": "negative setup slack",
  "vias": 2673,
  "crit_end": "out[23]",
  "holdWs_ns": 1.804,
  "highest_layer": "met4",
  "antennaDiodeCount": 0,
  "drt-initial-drc-count": 187,
  "initial_core_util_pct": 42.34,
  "setup_viol": 2,
  "synthCells": 255,
  "dieWidth_um": 79.28,
  "synth_cell_type_count": 55,
  "num-fill-cells": 421,
  "dr_wl_met2_um": 3741,
  "synth_area_mm2": 0.002389,
  "ir_drop_mv": 0.08836,
  "timing.critical_path.buf_inv": 4,
  "worst_pin_slew_ns": 0.3701,
  "hold_viol_final": 0,
  "cpLargestDelayFamily": "multiplexers",
  "start_kind": "primary input",
  "crit_slowest_cell": "mux4_2",
  "critPathMostFrequentCell": "buf_12",
  "internal_power_w": 0.0004340,
  "setup_ws_ns": -0.04644,
  "pre_cts_ws_ns": -0.5892,
  "flops": 0,
  "row_count": 27,
  "timing.final.crit_share_pct": 101.7,
  "io_buffers": 69,
  "path_max_fanout": 7,
  "wl_met1_um": 3804,
  "grt-ovfl-total": 0,
  "relSlewSlack_pct": 74.62,
  "drc_errors": 0,
  "warnings": 34,
  "worstSetupPathType": "in -> out",
  "power.switching_w": 0.0002976,
  "grt_max_degree": 24,
  "gp_congestion": 0.9862,
  "finalWirelength_um": 8403,
  "fmax_mhz": 351.3,
  "yosys_cells": 255,
  "drt_first_pass_iters": 4,
  "p_leak_nw": 1.859,
  "core_area_mm2": 0.005642,
  "crit_path_end_kind": "output pin",
  "drv_slew": 0,
  "nClkBuffers": 0,
  "grt_pass1_vias": 2467,
  "power_frac_comb_pct": 100.0,
  "io_pins": 69,
  "min_period_ns": 2.846,
  "pwr-share-seq_pct": 0,
  "cp.required_ns": 2.24,
  "pwr-share-clk_pct": 0,
  "yosysWarnings": 0,
  "areaGrowthSynthToFinish_pct": 67.47,
  "via_per_inst": 5.888,
  "dpl.hpwl_um": 5787,
  "cp.arrival_ns": 2.29,
  "fin_area_mm2": 0.004000,
  "startpoint": "shift[1]",
  "place_area_mm2": 0.003238,
  "grt_pass1_wl_um": 12630,
  "critPathMaxStageDelay_ns": 0.55,
  "wl_met3_um": 747,
  "p_sw_share_pct": 40.68,
  "antenna_found_initial": 0,
  "ant_nets": 0,
  "drive_above_1_share_pct": 62.30,
  "fp.dieH_um": 79.28,
  "rsz0062_at_grt": "true",
  "ys_area_mm2": 0.002389,
  "power_density_mw_per_mm2": 182.9,
  "path_cells": "buf_12, buf_12, buf_12, mux2_4, mux4_2, a22oi_2, o21ai_1, dlygate4sd2_1",
  "logic_area_mm2": 0.002176,
  "postSynthAreaPerCell_um2": 9.367,
  "worstSetupPathDepth": 8,
  "drv_cap": 0,
  "wl_per_cell_um": 18.51,
  "ys_seq_share_pct": 0,
  "holdCritPathClass": "in -> out",
  "regArea_um2": 0,
  "chip_area_mm2": 0.006285,
  "grt_use_total_pct": 26.59
}
worst min-delay path by stage:
stage     startpoint      end  slack [ns]  depth (start not counted)
6_report    shift[4]  out[31]        1.80                          5
5_1_grt         a[2]  out[11]        1.85                          5
4_1_cts     shift[4]  out[15]        1.91                          5
power groups by stage:
stage	registers [W]	clock network [W]	logic [W]
4_1_cts	0	0	0.000658
5_1_grt	0	0	0.000778
6_report	0	0	0.000732
metal layers:
layer / vias up / GRT usage [%]
li1: 1235 / -
met1: 1282 / 40.31
met2: 144 / 39.91
met3: 12 / 7.118
met4: 0 / 3.636
met5: - / 0
placed cells by master (no fill, tap or decap), types with 3 or more instances in the layout:
cell             synthesis  final
buf_4                   36     88
mux4_2                  22     27
mux2i_1                 27     23
dlygate4sd2_1            0     22
nor2_1                  24     14
buf_6                    5     14
mux2_4                   2     10
buf_2                    2     10
buf_12                   0     10
dlymetal6s2s_1           0     10
clkdlybuf4s50_1          0      9
nand2_1                  8      8
mux2_2                  16      8
clkbuf_2                 0      7
clkdlybuf4s15_1          0      7
a211oi_2                 0      6
nor2_4                   0      5
nor2_2                   0      5
nand2b_1                 5      4
o21ai_1                  1      4
a21oi_1                  5      4
o21ai_0                  7      3
inv_1                    3      3
mux2i_2                  0      3
o221ai_1                 4      3
o22a_1                   3      3
o22ai_1                  5      3
nor2b_1                  6      3
and2_4                   0      3
buf_16                   0      3
clkdlybuf4s15_2          0      3
synthesized netlist by cell type, drive strengths merged (2+ instances only):
| master | number | share of area [%] |
|---|---|---|
| or2b | 2 | 0.73 |
| mux2i | 27 | 11 |
| o221ai | 4 | 1.5 |
| a22oi | 2 | 0.63 |
| nor3 | 2 | 0.42 |
| a211oi | 7 | 2.2 |
| o21ai | 8 | 1.7 |
| and3 | 2 | 0.58 |
| a32o | 3 | 1.3 |
| buf | 45 | 15 |
| a2111oi | 2 | 1.0 |
| o32ai | 2 | 0.73 |
| or2 | 3 | 0.79 |
| mux2 | 18 | 8.8 |
| clkbuf | 13 | 5.4 |
| and3b | 2 | 0.73 |
| or3 | 2 | 0.52 |
| o22ai | 5 | 1.3 |
| nor2 | 24 | 3.8 |
| mux4 | 27 | 26 |
| nand2 | 8 | 1.3 |
| o211ai | 2 | 0.63 |
| inv | 3 | 0.47 |
| nand3b | 2 | 0.63 |
| a21o | 2 | 0.63 |
| o22a | 4 | 1.5 |
| nor2b | 6 | 1.6 |
| a222oi | 2 | 0.84 |
| a21oi | 5 | 1.0 |
| and2 | 3 | 0.84 |
| nand2b | 5 | 1.3 |
| or3b | 2 | 0.73 |
what timing repair did:
item	in CTS	in global routing
pin swaps	25	15
endpoints found under the setup margin	32	24
hold buffers	0	0
resized	167	58
endpoints found under the hold margin	0	0
setup buffers	17	22
gates cloned	6	1
cells by family (layout without fill, tap and decap cells):
group,after synthesis,in the layout,synth area share [%]
buf+inv,61,187,20.74
mux,72,72,46.36
simple gates,65,66,14.56
compound gates,57,57,18.33
area by class of cell:
| cell class | count | share of cell area [%] |
|---|---|---|
| timing repair buffer | 184 | 43.07 |
| inverter | 3 | 0.2815 |
| tap | 72 | 2.252 |
| multi-input combinational | 195 | 54.39 |
through the flow:
stage               total power [W]  TNS (ns)  instances  util (%)
finish                    0.0007315  -0.09012        454     70.90
global route              0.0007782   -0.2140        454     70.90
CTS                       0.0006581   -0.2700        431     64.74
detailed placement        0.0005797    -14.34        408     57.40
global placement          0.0005808    -13.96        408     57.40
floorplan                 0.0003546         0        255         -
No activity file was given, so power comes from the tool's default toggle rates.
