<file path="flow/design.v">
`timescale 1ns / 1ps
module CLA8BITWITHLCU(
	input [7:0] a,
	input [7:0] b,
	input cin,
	output [7:0] sum,
	output cout
);
wire [1:0] carry;
wire [1:0] P;
wire [1:0] G;
wire p;
wire g;
CLA4BITWITHAUGMENTED g1(.a(a[3:0]),.b(b[3:0]),.cin(cin),.s(sum[3:0]),.P(P[0]),.G(G[0]));
CLA4BITWITHAUGMENTED g2(.a(a[7:4]),.b(b[7:4]),.cin(carry[0]),.s(sum[7:4]),.P(P[1]),.G(G[1]));
LOOKAHEADCARRYUNIT lhcu(.cin(cin),.P(P),.G(G),.carry(carry),.p(p),.g(g));
assign cout = carry[1];
endmodule
`timescale 1ns / 1ps
module CLA4BITWITHAUGMENTED(
   input [3:0] a,
	input [3:0] b,
	input cin,
	output P,
	output G,
	output [3:0] s
    );
	 wire [3:0] c;
	 	wire [3:0] p;
	wire [3:0] g;
assign c[0] = cin;
assign p = a ^ b;
assign g = a & b;
assign s = p ^ c;
assign c[1] = g[0] | (c[0] & p[0]);
assign c[2] = g[1] | (g[0] & p[1]) | (p[1]&p[0]&c[0]);
assign c[3] = g[2] | (g[1] & p[2]) | (g[0] & p[1] & p[2]) | (p[2] & p[1] & p[0] & c[0]);
assign P = p[0] & p[1] & p[2] & p[3];
assign G = g[3] | (p[3] & g[2]) | (p[3] & p[2] & g[1]) | (p[3] & p[2] & p[1] & g[0]);
endmodule
`timescale 1ns / 1ps
module LOOKAHEADCARRYUNIT(
    input cin,
    input [1:0] P,
    input [1:0] G,
    output [1:0] carry,
    output p,
    output g
);
assign carry[0] = G[0] | (P[0] & cin);
assign carry[1] = G[1] | (P[1] & G[0]) | (P[1] & P[0] & cin);
assign p = P[1] & P[0];
assign g = G[1] | (P[1] & G[0]);
endmodule
`timescale 1ns / 1ps
module Subtract_32(
		input [31:0] a,
		input [31:0] b,
		input cin,
		output [31:0] c,
		output cout
    );
	wire [31:0] d = ~b + 1'b1;
    wire carry[2:0];
    Subtract_8 subtract_4 (.a(a[7:0])   , .b(d[7:0])   , .c(c[7:0])   , .cin(cin)      , .cout(carry[0]) );
    Subtract_8 subtract_3 (.a(a[15:8])  , .b(d[15:8])  , .c(c[15:8])  , .cin(carry[0]) , .cout(carry[1]) );
    Subtract_8 subtract_2 (.a(a[23:16]) , .b(d[23:16]) , .c(c[23:16]) , .cin(carry[1]) , .cout(carry[2]) );
    Subtract_8 subtract_1 (.a(a[31:24]) , .b(d[31:24]) , .c(c[31:24]) , .cin(carry[2]) , .cout(cout)     );
endmodule
`timescale 1ns / 1ps
module Subtract_8(
		input [7:0] a,
		input [7:0] b,
		input cin,
		output [7:0] c,
		output cout
    );
	wire [7:0] d = ~b+1'b1;
	CLA8BITWITHLCU uut (
		.a(a), 
		.b(d), 
		.cin(cin), 
		.sum(c), 
		.cout(cout)
	);
endmodule
</file>
<file path="flow/run.sh">
#!/bin/bash
# OpenROAD 26Q1-2900-gdf79404cd8, Yosys 0.63+post, stock flow scripts
make -C /OpenROAD-flow-scripts/flow DESIGN_CONFIG=/design/flow/config.mk WORK_HOME=/design/flow/orfs finish
</file>
<file path="flow/config.mk">
export PLATFORM = sky130hd
export DESIGN_NAME = Subtract_32
export DESIGN_NICKNAME = Subtract_32
export VERILOG_FILES = /design/flow/design.v
export SDC_FILE = /design/flow/constraint.sdc
export NUM_CORES = 4
export LEC_CHECK = 1
export CORE_AREA = 10 10 108 108
export DIE_AREA = 0 0 118 118
</file>
<file path="flow/constraint.sdc">
current_design Subtract_32

set clk_period 12.3
set clk_io_pct 0.2

create_clock -name clk0 -period $clk_period

set non_clock_inputs [all_inputs -no_clocks]
set_input_delay [expr $clk_period * $clk_io_pct] -clock clk0 $non_clock_inputs
set_output_delay [expr $clk_period * $clk_io_pct] -clock clk0 [all_outputs]
</file>
==> results.py <==
# Metrics from the implementation run
metrics = {
    "status": {
        "status": "completed",
    },
    "drt": {
        "first_pass_iters": 4,
        "drc_errors": 0,
        "wl_per_cell_microns": 13.4,
        "vias_per_cell": 4.60,
        "ant_nets": 0,
        "vias": 2706,
        "n_antenna_cell": 0,
        "drt_iter0_markers": 81,
        "wl_microns": 7860,
    },
    "grt": {
        "grt_pass1_wl_microns": 13300,
        "grt_usage": 0.111,
        "grt_antenna_before_repair": 0,
        "grt_pass1_vias": 2706,
        "grt_max_degree": 13,
        "gr-total-overflow": 0,
    },
    "clock_tree": {
        "cts_hold_buf": 0,
        "cts_resized": 0,
        "cts_setup_buffers": 0,
    },
    "floorplan": {
        "io_pins": 98,
        "fp.dieH_microns": 118,
        "fp.dieW_microns": 118,
        "core_sq_um": 9280,
        "initial_core_util": 0.285,
        "dieArea_sq_um": 13900,
        "core.rowCount": 35,
    },
    "job": {
        "warnings": 33,
        "maxCapViolCount": 0,
    },
    "timing": {
        "setup_viol": 0,
        "fin_tns_setup_ns": 0,
        "hold_viol_final": 0,
        "layout_worst_path_cycle_share": 0.939,
        "drv_slew": 0,
        "tightest_slew_ns": 0.937,
        "fmax_mhz": 86.6,
        "slew_headroom": 0.371,
        "rsz0062_at_grt": "false",
        "min_period_ns": 11.54,
    },
    "worst_setup_path": {
        "slowest_delay_ns": 0.69,
        "slowest_stage": "nor4b_1",
        "endpoint": "c[29]",
        "arrival_ns": 9.08,
        "worst-endpoint-required_ns": 9.84,
        "crit_start": "b[0]",
        "critPathCaptureType": "output port",
        "path_max_fanout": 12,
        "cp.buffers_inverters": 3,
        "path_cells": "clkdlybuf4s50_1 -> inv_1 -> ha_1 -> nor4b_1 -> nand3_1 -> xor2_1 -> o31ai_1 -> nand2_1 -> mux2i_1 -> o32ai_1 -> xor2_1 -> ha_1 -> nand4_1 -> nor3_1 -> a2111oi_0 -> a311oi_1 -> o21ai_0 -> a21boi_0 -> nor2_1 -> fa_1 -> xnor2_1 -> clkdlybuf4s50_1",
        "crit_cells": 22,
        "start_kind": "input port",
        "critical_path.top_delay_family": "simple AND/OR/NAND/NOR gates",
        "crit_type": "input port to output port",
    },
    "logic_synthesis": {
        "yosysChipArea_sq_um": 2640,
        "synth.distinct_cells": 53,
        "top_cell_area_share": 0.175,
        "ys_top_cells_by_area": "ha_1 18%, xnor2_1 15%, xor2_1 9.0%",
        "yosysTopAreaCell": "ha_1",
        "most_common_cell": "xnor2_1",
        "yosys-top-cells-count": "46 x xnor2_1, 38 x inv_1, 37 x ha_1, 27 x a21oi_1, 27 x xor2_1",
        "synthesis.area_sq_um": 2640,
        "ys_warn_count": 1,
        "synth_area_per_cell_sq_um": 7.14,
        "synth_stat.cells": 370,
        "synth_cells": 370,
        "synth_seq_share": 0,
    },
    "final_layout": {
        "final_core_util": 0.404,
        "comb_area_sq_um": 2460,
        "fin_area_sq_um": 3750,
        "flop_area_sq_um": 0,
        "clockBufferCount": 0,
        "flops": 0,
        "syn_to_final_growth_pct": 41.9,
        "nFillCells": 969,
        "finalNonFillerCells": 588,
        "drive_above_1_share": 0.0240,
    },
    "placed_design": {
        "io_buffers": 98,
        "dp_hpwl_microns": 7050,
        "place_area_sq_um": 3750,
        "globalplace.congestion": 0.855,
        "dp.cells": 588,
    },
    "min_path": {
        "holdCritPathClass": "input port to output port",
    },
    "pwr": {
        "p_leak_uw": 0.00149,
        "powerDensity_nw_per_um2": 52.3,
        "vdd_drop_max_mv": 0.0234,
    },
}
[cells in the final DEF, fill, tap and decap left out, drive strengths merged, types with 2 or more instances in the layout]
cell type,netlist,layout
clkdlybuf4s50,0,98
xnor2,46,46
inv,38,38
ha,37,37
xor2,27,27
a21oi,27,27
nand2,26,26
nor2,24,24
nor3,18,18
o21ai,13,13
nand3,11,11
or3,10,10
fa,8,8
a31oi,7,7
a21o,6,6
nand2b,5,5
o21bai,4,4
mux2i,4,4
or4,4,4
nand4,3,3
nor4,3,3
nor3b,3,3
or2,3,3
o211ai,3,3
nor2b,3,3
nor4b,2,2
nand3b,2,2
o22ai,2,2
o32ai,2,2
and2,2,2
a211oi,2,2
and4,2,2
a21boi,2,2
[worst min-delay path by stage]
| stage | startpoint | end | slack (ns) | depth (start not counted) |
|---|---|---|---|---|
| after CTS | cin | c[0] | 6.01 | 5 |
| final | cin | c[0] | 6.00 | 5 |
| after global routing | cin | c[0] | 6.05 | 5 |
[cells by family (layout without fill, tap and decap cells)]
family | after synthesis | count (layout) | share of synthesized area
xor+xnor | 73 | 73 | 0.242
mux | 5 | 5 | 0.0242
fa+ha+maj | 45 | 45 | 0.236
simple gates | 122 | 122 | 0.242
compound gates | 78 | 78 | 0.189
buf+inv | 47 | 136 | 0.0673
[power by group]
part / switching (uW) / internal, uW
sequential: 0 / 0
combinational: 77.5 / 119
clock: 0 / 0
[routing by layer]
layer,up-vias,GRT usage,routed length [microns]
met2,53,0.178,3400
li1,1488,-,-
met5,-,0,0
met4,0,0.00541,27
met1,1163,0.157,4000
met3,2,0.0243,429
[final cells by class]
type                       instances  share of cell area
multi-input combinational        323               0.657
inverter                          38              0.0381
timing repair buffer              98               0.262
tap                              129              0.0431
[through the flow]
stage	hold slack, ns	total power, uW	worst slack [ns]
after floorplan	5.10	92.0	2.81
after global placement	6.01	199	1.01
after detailed placement	6.01	198	0.771
after CTS	6.01	200	0.732
after global routing	6.05	222	0.0225
final	6.00	196	0.755
Power and IR drop assume default switching activity.
